===== /design/flow/run.sh =====
#!/bin/bash
# OpenROAD 26Q1-2900-gdf79404cd8, Yosys 0.63+post, stock flow scripts
make -C /OpenROAD-flow-scripts/flow DESIGN_CONFIG=/design/flow/config.mk WORK_HOME=/design/flow/orfs finish

===== /design/flow/config.mk =====
export PLATFORM = sky130hd
export DESIGN_NAME = MAR_IR
export DESIGN_NICKNAME = MAR_IR
export VERILOG_FILES = /design/flow/design.v
export SDC_FILE = /design/flow/constraint.sdc
export NUM_CORES = 4
export LEC_CHECK = 1
export CORE_AREA = 10 10 84 84
export DIE_AREA = 0 0 94 94

===== /design/flow/constraint.sdc =====
current_design MAR_IR

set clk_period 1.3
set clk_io_pct 0.2

create_clock -name clk0 -period $clk_period [get_ports {clk}]

set non_clock_inputs [all_inputs -no_clocks]
set_input_delay [expr $clk_period * $clk_io_pct] -clock clk0 $non_clock_inputs
set_output_delay [expr $clk_period * $clk_io_pct] -clock clk0 [all_outputs]

===== /design/flow/design.v =====
module MAR_IR #(parameter N = 8)  
(
    input wire [7:0] BUS_c,
    input wire       ir_en,
	 input wire       mar_en,
    input wire       clk,
	 input wire       rst,
	 input  wire      sclr,
    output wire [4:0] q_controlUnit,
    output wire [7:0] q_addressBus
);
reg_RTL #(.MAX_WIDTH(5)) reg_IR (
    .d(BUS_c[7:3]),
    .clk(clk),
    .en(ir_en),
	 .sclr(sclr),
    .rst(rst),
	 .q(q_controlUnit)
);
reg_RTL #(.MAX_WIDTH(N)) reg_MAR (
    .d(BUS_c),
    .clk(clk),
    .en(mar_en),
	 .sclr(sclr),
    .rst(rst),
    .q(q_addressBus)
);
endmodule
module reg_RTL
  #( parameter MAX_WIDTH = 8)
   ( input  wire clk,
     input  wire rst,
     input  wire en,
	  input  wire sclr,
     input  wire[MAX_WIDTH-1:0]  d,
     output reg [MAX_WIDTH-1:0]  q);
   always @(posedge clk, posedge rst) begin
     if (rst)
       q <= {MAX_WIDTH{1'b0}};
     else if(sclr)
       q <= {MAX_WIDTH{1'b0}};
	  else if(en)
	    q <= d;
   end
endmodule

==> results.py <==
# Synthesis and PnR figures
metrics = {
    "drt": {
        "n_antenna_cell": 0,
        "postRouteAntennaNets": 0,
        "routed_via_density": 2.86,
        "routedWlPerCell_um": 10.1,
        "detail_route.drc_violations": 0,
        "total_routed_length_um": 1450,
        "initialDrtViolationCount": 16,
        "via_count": 412,
        "dr.pass1.iters": 4,
    },
    "power": {
        "total_power_uw": 921,
        "pwr_density_cell_nw_per_um2": 996,
        "p_leak_uw": 0.000472,
        "irDropWorstVdd_uv": 536,
    },
    "placed_design": {
        "detailedPlacementHpwl_um": 1210,
        "gpl.final_weighted_congestion": 0.742,
        "numPortBuffers": 25,
        "pre_cts_slack_ns": 0.00581,
    },
    "setup_path": {
        "crit_path_max_incr_delay_ns": 0.39,
        "cp.arrival_ns": 0.88,
        "critPathKind": "flop to primary output",
        "setup.worst_path.start": "reg_MAR.q[6]",
        "r2r_start": "reg_MAR.q[1]",
        "worst-path-max-fanout": 2,
        "timing.critical_path.cells": "dlygate4sd2_1",
        "timing.critical_path.slowest_stage_cell": "dfrtp_1",
        "critical_path_buf_inv_count": 1,
        "critical_path_required_ns": 1.04,
        "cell_class_contributing_the_biggest_share_of_worst_path_delay": "flip-flops",
        "setup.worst_path.start_class": "flop",
        "critPathCaptureType": "primary output",
    },
    "clock_network": {
        "clock_sink_count": 13,
        "post_cts_hold_buffer_count": 0,
        "clk_latency_ns": 0.23,
        "cts.clk_slew.worst_paths_ns": 0.05,
        "cts_inserted_buffers": 3,
        "htree_num_levels": 1,
        "clk_root_buffer_cell": "clkbuf_8",
        "ctsLongestPathBuffers": 2,
        "clock_tree_from_tritoncts": "done",
    },
    "floorplan": {
        "die.size.y_um": 94,
        "core-area_sq_um": 5200,
        "design.portCount": 26,
        "chip_area_sq_um": 8840,
        "floorplan.initialDensity": 0.102,
        "rows": 26,
        "horizontal_extent_of_the_die_um": 94,
    },
    "global_routing": {
        "number_of_antenna_violations_at_the_first_check_in_global_routing": 0,
        "maximum_number_of_pins_on_one_net_before_global_route_repair": 14,
        "grt_first_pass_wirelength_um": 2310,
        "gr_usage_total": 0.0337,
        "first_global_vias": 483,
        "globalRoute.totalOverflow": 0,
    },
    "synthesis": {
        "avgSynthCellArea_sq_um": 12.4,
        "syn-cell-area_sq_um": 532,
        "netlist_instances": 43,
        "synth.ff_latch_count": 13,
        "synth-area-yosys_sq_um": 532,
        "synth_seq_share": 0.612,
        "yosys_cells": 43,
        "synth.distinct_cells": 7,
        "ys_warn_count": 2,
    },
    "sta": {
        "worst_pin_slew_ns": 0.503,
        "finalHoldViolCount": 0,
        "max-slew-margin-rel": 0.664,
        "setup_total_negative_slack_ns": 0,
        "drv_slew": 0,
        "rsz0062_at_grt": "no",
        "timing.final.crit_share": 0.875,
        "finalCriticalPeriod_ns": 1.14,
        "fin_worst_skew_ns": 0,
        "setup_viol": 0,
        "postLayoutSetupSlackWorst_ns": 0.163,
        "achievable_clock_frequency_ghz": 0.879,
    },
    "layout": {
        "fraction_of_final_layout_cells_with_drive_strength_greater_than_1": 0.108,
        "multi_input_comb_area_sq_um": 179,
        "area.sequential_sq_um": 325,
        "flow.area_growth_from_synthesis_pct": 73.9,
        "fillCellCount": 573,
        "utilization": 0.178,
    },
    "job": {
        "tool_warnings": 25,
        "maxCapViolCount": 0,
    },
    "hold_path": {
        "hold_wc_path_type": "input port to asynchronous set/reset pin",
    },
    "status": {
        "outcome": "finished clean",
    },
}
Yosys cell counts, drive strengths merged:
master / instances / area share
inv: 1 / 0.0071
mux2i: 13 / 0.24
buf: 3 / 0.045
nor2: 13 / 0.092
dfrtp: 13 / 0.61
cell usage in the layout (no fill, tap or decap):
| cell | instances |
|---|---|
| mux2i_1 | 13 |
| nor2_1 | 13 |
| dlygate4sd2_1 | 13 |
| dfrtp_1 | 13 |
| clkdlybuf4s50_1 | 12 |
| buf_4 | 4 |
| clkbuf_8 | 3 |
| inv_1 | 1 |
| clkbuf_1 | 1 |
| buf_12 | 1 |
cell families (layout without fill, tap and decap cells):
| group | Yosys count | count (layout) | share of synthesized area |
|---|---|---|---|
| AND/OR/NAND/NOR | 13 | 13 | 0.0918 |
| buffers and inverters | 4 | 35 | 0.0518 |
| multiplexers | 13 | 13 | 0.245 |
| flip-flops | 13 | 13 | 0.612 |
per-layer routing:
layer / up-vias / global-route usage / routed length (um)
met3: 0 / 0.0323 / 308
li1: 201 / - / -
met5: - / 0 / 0
met1: 182 / 0.0480 / 753
met2: 29 / 0.0363 / 386
met4: 0 / 0 / 0
final timing paths:
check                           slack, ns  cells past startpoint               to
worst max-delay path                 0.16                      1  q_addressBus[6]
worst min-delay path                 0.35                      2      reg_IR.q[4]
worst max register to register       0.50                      3     reg_MAR.q[1]
worst min register to register       0.52                      2     reg_MAR.q[5]
max in group asynchronous            0.61                      2      reg_IR.q[0]
min in group clk0                    0.52                      2     reg_MAR.q[5]
layout make-up:
type | count | share of cell area
Tap cell | 70 | 0.0947
Inverter | 1 | 0.00406
Multi-Input combinational cell | 26 | 0.194
Sequential cell | 13 | 0.352
Timing Repair Buffer | 30 | 0.307
Clock buffer | 4 | 0.0487
stage by stage:
stage,area [sq um],hold WS [ns],cells
4_1_cts,925,0.361,144
2_1_floorplan,532,0.137,43
3_3_place_gp,881,0.504,138
6_report,925,0.350,144
5_1_grt,925,0.445,144
3_5_place_dp,881,0.514,138
flip-flops by register name, summed over array words and instances, names as in the netlist:
signal     flops
reg_IR.q       5
reg_MAR.q      8
report_power, final:
| part | switching, uW | total, uW | leakage (uW) | internal [uW] |
|---|---|---|---|---|
| Combinational | 52.0 | 142 | 0.000277 | 89.7 |
| Sequential | 11.6 | 440 | 0.000173 | 428 |
| Clock | 125 | 340 | 0.0000228 | 215 |
timing repair:
item,in CTS,in global routing
endpoints found under the setup margin,13,0
buffers inserted,2,0
resized,13,0
Power is estimated from default activity; no workload was simulated.
